==> flow/design.v <==
module rshp_fifo #(parameter DW=512, BUFFW=512*3)(
    input clk,
    input reset_n,
    input init_pulse,
    input ffwreq,
    input [$clog2(DW/8):0] ffwbyte,
    input [(DW/8)-1:0][7:0] ffwdata,
    input ffrreq,
    input [$clog2(DW/8):0]  ffrbyte,
    output reg [(DW/8)-1:0][7:0] ffrdata,
    output reg ffrvld,
    output reg [$clog2(BUFFW/8):0] ffvbyte
);
reg [BUFFW/8-1:0][7:0] buffer;
wire [BUFFW+DW-1:0] wdata_tmp;
wire [BUFFW/8-1:0][7:0] wdata;
wire [BUFFW+DW-1:0] wmask_tmp;
wire [BUFFW/8-1:0][7:0] wmask;
reg [$clog2(BUFFW/8)-1:0] wptr;
wire [DW-1:0] rdata;
reg [$clog2(BUFFW/8)-1:0] rptr;
assign wdata_tmp = ffwdata << (wptr*8);
assign wdata = wdata_tmp[BUFFW-1:0] | wdata_tmp[BUFFW+DW-1:BUFFW];
assign wmask_tmp = {DW{1'b1}} << (wptr*8);
assign wmask = wmask_tmp[BUFFW-1:0] | wmask_tmp[BUFFW+DW-1:BUFFW];
always_ff@(posedge clk or negedge reset_n) begin
    if(~reset_n)        buffer <= 8'b0;
    else if(init_pulse) buffer <= 8'b0;
    else if(ffwreq)     buffer <= (buffer & ~wmask) | wdata;
end
always_ff@(posedge clk or negedge reset_n) begin
	if(~reset_n)        wptr <= 0;
    else if(init_pulse) wptr <= 0;
    else if(ffwreq)     wptr <= (wptr + ffwbyte) >= (BUFFW/8) ? (wptr + ffwbyte) - (BUFFW/8): (wptr + ffwbyte);
end
always_ff@(posedge clk or negedge reset_n) begin
    if(~reset_n)             ffvbyte <= 0;
    else if(init_pulse)      ffvbyte <= 0;
    else if(ffwreq & ffrreq) ffvbyte <= ffvbyte + ffwbyte - ffrbyte;
    else if(ffwreq)          ffvbyte <= ffvbyte + ffwbyte;
    else if(ffrreq)          ffvbyte <= ffvbyte - ffrbyte;
end
assign rdata = {buffer[DW/8-1:0], buffer[BUFFW/8-1:0]} >> (rptr*8);
always_ff@(posedge clk or negedge reset_n) begin
    if(~reset_n)        ffrdata <= 8'b0;
    else if(init_pulse) ffrdata <= 8'b0;
    else if(ffrreq)     ffrdata <= rdata;
end
always_ff@(posedge clk or negedge reset_n) begin
    if(~reset_n)        ffrvld <= 0;
    else if(init_pulse) ffrvld <= 0;
    else if(ffrreq)     ffrvld <= 1;
    else                ffrvld <= 0;
end
always_ff@(posedge clk or negedge reset_n) begin
	if(~reset_n)        rptr <= 0;
    else if(init_pulse) rptr <= 0;
    else if(ffrreq)     rptr <= (rptr + ffrbyte) >= (BUFFW/8) ? (rptr + ffrbyte) - (BUFFW/8): (rptr + ffrbyte);
end
endmodule: rshp_fifo
==> flow/run.sh <==
#!/bin/bash
# OpenROAD 26Q1-2900-gdf79404cd8, Yosys 0.63+post, stock flow scripts
make -C /OpenROAD-flow-scripts/flow DESIGN_CONFIG=/design/flow/config.mk WORK_HOME=/design/flow/orfs finish
==> flow/config.mk <==
export PLATFORM = sky130hd
export DESIGN_NAME = rshp_fifo
export DESIGN_NICKNAME = rshp_fifo
export VERILOG_FILES = /design/flow/design.v
export SDC_FILE = /design/flow/constraint.sdc
export NUM_CORES = 4
export LEC_CHECK = 1
export CORE_UTILIZATION = 40
==> flow/constraint.sdc <==
current_design rshp_fifo

set clk_period 250.6
set clk_io_pct 0.2

create_clock -name clk0 -period $clk_period [get_ports {clk}]

set non_clock_inputs [all_inputs -no_clocks]
set_input_delay [expr $clk_period * $clk_io_pct] -clock clk0 $non_clock_inputs
set_output_delay [expr $clk_period * $clk_io_pct] -clock clk0 [all_outputs]
==> impl_metrics.tcl <==
# collected from the flow reports
set metrics [dict create \
    cts.root.buffer_cell "clkbuf_16" \
    grt_pass1_wl_um 4456000 \
    row_count 300 \
    topCellsByArea "dfrtp_1, mux4_2, mux2i_1, mux2_2, nor2_1" \
    synthArstFlopShare_pct 100.0 \
    yosysWarnings 1 \
    synth.distinct_cells 102 \
    hold_buffers 0 \
    dp_hpwl_um 2427000 \
    io_pins 1053 \
    flop_cell "dfrtp_1" \
    global_route.overflow_total 27800 \
    syn_area_sq_um 268600 \
    place.gp.congestion 1.512 \
    grtUsageTotal_pct 99.90 \
    ys.flops 2074 \
    ys_seq_share_pct 19.32 \
    top_area_share_pct 19.32 \
    netlist.top_cell.by_area "dfrtp_1" \
    die_y_um 821.4 \
    stop_stage "global routing" \
    cts_sinks 2074 \
    ys_cells 30620 \
    status "stopped before the end" \
    cts_buffers 292 \
    fp_util_pct 40.20 \
    h-tree-depth 5 \
    grt_max_degree 133 \
    edf_count 0 \
    netlist_instances 30620 \
    error "[ERROR GRT-0116] Global routing finished with congestion. Check the congestion regions in the DRC Viewer." \
    grt_pass1_vias 401400 \
    syn_area_per_cell_sq_um 8.773 \
    port_buffers 1052 \
    die_w_um 821.4 \
    clock_path_buffers 4 \
    placed_area_sq_um 298000 \
    yosys-stat-area_sq_um 268600 \
    post_cts_buffers 0 \
    cts_resized 0 \
]
==> layer usage <==
layer	global-route usage (%)	GRT overflow
met5	90.93	543
met4	95.01	4075
met3	99.42	6688
met2	103.3	10090
met1	100.0	6403
==> cells in the mapped netlist (126+ instances only) <==
| cell | instances |
|---|---|
| mux2i_1 | 2617 |
| and2_1 | 140 |
| clkbuf_1 | 1927 |
| mux2_2 | 2116 |
| a21oi_1 | 1661 |
| a22oi_1 | 770 |
| a22o_1 | 306 |
| nor3_1 | 647 |
| o211a_1 | 126 |
| o211ai_1 | 389 |
| a211oi_1 | 535 |
| nand2_1 | 3044 |
| buf_4 | 183 |
| buf_2 | 654 |
| buf_1 | 524 |
| mux4_2 | 2060 |
| a221oi_1 | 696 |
| nor2_1 | 3287 |
| dfrtp_1 | 2074 |
| o221ai_1 | 467 |
| a222oi_1 | 229 |
| a221o_1 | 412 |
| o21ai_0 | 2166 |
| o22ai_1 | 964 |
| inv_1 | 182 |
| nand3_1 | 227 |
==> stage by stage <==
| stage | power [uW] | utilization [%] | setup WS (ns) | hold slack, ns | std cells |
|---|---|---|---|---|---|
| floorplan | 1222 | - | 197.55 | 0.4143 | 30620 |
| global placement | 2279 | 44.60 | 194.82 | 0.4574 | 39810 |
| detailed placement | 2278 | 44.60 | 194.82 | 0.4618 | 39810 |
| CTS | 2744 | 46.13 | 195.88 | 0.4733 | 40330 |
==> cell families after synthesis <==
| group | synth area share [%] |
|---|---|
| compound gates | 26.57 |
| simple gates | 11.92 |
| mux | 35.91 |
| buf+inv | 5.669 |
| flops | 19.32 |
| xor+xnor | 0.3750 |
| fa+ha+maj | 0.2320 |
Power and IR drop assume default switching activity.
