==> flow/design.v <==
module fifo #(parameter FD=8, DW=8)(
    input clk,
    input reset_n,
    output reg ffwfull,
    input ffwreq,
    input [DW-1:0] ffwdata,
    output reg ffrempty,
    input ffrreq,
    output reg [DW-1:0] ffrdata,
    output reg ffrvld,
    output reg [$clog2(FD):0] ffvcnt
);
reg [FD-1:0][DW-1:0] buffer;
reg [$clog2(FD)-1:0] wptr, rptr;
assign ffwfull = ffvcnt == FD;
assign ffrempty = ffvcnt == 0;
always_ff@(posedge clk or negedge reset_n) begin
    if(~reset_n)    wptr <= 0;
    else if(ffwreq) wptr <= wptr != (FD - 1) ? wptr + 1 : 0;
end
always_ff@(posedge clk or negedge reset_n) begin
    if(~reset_n)    buffer <= 0;
    else if(ffwreq) buffer[wptr] <= ffwdata;
end
always_ff@(posedge clk or negedge reset_n) begin
    if(~reset_n)    rptr <= 0;
    else if(ffrreq) rptr <= rptr != (FD - 1) ? rptr + 1 : 0;
end
always_ff@(posedge clk or negedge reset_n) begin
    if(~reset_n)    ffrdata <= 0;
    else if(ffrreq) ffrdata <= buffer[rptr];
end
always_ff@(posedge clk or negedge reset_n) begin
    if(~reset_n)    ffrvld <= 0;
    else if(ffrreq) ffrvld <= 1;
    else            ffrvld <= 0;
end
always_ff@(posedge clk or negedge reset_n) begin
    if(~reset_n)             ffvcnt <= 0;
    else if(ffwreq & ffrreq) ffvcnt <= ffvcnt;
    else if(ffwreq)          ffvcnt <= ffvcnt + 1; 
    else if(ffrreq)          ffvcnt <= ffvcnt - 1; 
end
endmodule: fifo
module fwft_fifo #(parameter FD=8, DW=8)(
    input clk,
    input reset_n,
    output reg ffwfull,
    input ffwreq,
    input [DW-1:0] ffwdata,
    output ffrempty,
    input ffrreq,
    output reg [DW-1:0] ffrdata,
    output reg ffrvld,
    output reg [$clog2(FD):0] ffvcnt
);
wire intrnl_ffrempty;
wire intrnl_ffrreq;
wire [$clog2(FD-1):0] intrnl_ffvcnt;
assign ffvcnt = ffrvld ? (intrnl_ffvcnt + 1) : 0;
assign ffrempty = ffvcnt == 0;
assign intrnl_ffrreq = ~intrnl_ffrempty & (ffrreq | ~ffrvld);
always_ff@(posedge clk or negedge reset_n) begin
    if(~reset_n)              ffrvld <= 0;
    else if(intrnl_ffrreq)    ffrvld <= 1;
    else if(ffrvld & ~ffrreq) ffrvld <= 1;
    else                      ffrvld <= 0;
end
fifo #(.FD(FD-1), .DW(DW)) u_fifo(
    .clk
,   .reset_n
,   .ffwfull(ffwfull)
,   .ffwreq(ffwreq)
,   .ffwdata(ffwdata)
,   .ffrempty(intrnl_ffrempty)
,   .ffrreq(intrnl_ffrreq)
,   .ffrdata(ffrdata)
,   .ffrvld()
,   .ffvcnt(intrnl_ffvcnt)
);
endmodule: fwft_fifo
==> flow/run.sh <==
#!/bin/bash
# OpenROAD 26Q1-2900-gdf79404cd8, Yosys 0.63+post, stock flow scripts
make -C /OpenROAD-flow-scripts/flow DESIGN_CONFIG=/design/flow/config.mk WORK_HOME=/design/flow/orfs finish
==> flow/config.mk <==
export PLATFORM = sky130hd
export DESIGN_NAME = fwft_fifo
export DESIGN_NICKNAME = fwft_fifo
export VERILOG_FILES = /design/flow/design.v
export SDC_FILE = /design/flow/constraint.sdc
export NUM_CORES = 4
export LEC_CHECK = 1
export CORE_UTILIZATION = 40
==> flow/constraint.sdc <==
current_design fwft_fifo

set clk_period 2.3
set clk_io_pct 0.2

create_clock -name clk0 -period $clk_period [get_ports {clk}]

set non_clock_inputs [all_inputs -no_clocks]
set_input_delay [expr $clk_period * $clk_io_pct] -clock clk0 $non_clock_inputs
set_output_delay [expr $clk_period * $clk_io_pct] -clock clk0 [all_outputs]
==> run_results.csv <==
group,metric,value,unit
clock_tree,cts-buffers-inserted,9,
status,violations,"DRC",
critical_path,critical_path.top_delay_family,"buffers and inverters",
yosys,async_reset_ff_frac,1.00,
detailed_routing,avgViaCountPerCell,5.56,
yosys,yosys_area,3670,um^2
yosys,topCellsByArea,"dfrtp_1, a22o_1, mux2i_1",
floorplanning,initial_utilization,0.416,
yosys,ys_cells,323,
yosys,ys.flop_type,"dfrtp_1",
yosys,synth_top_area_share,0.512,
floorplanning,io_pins,27,
floorplanning,row_count,34,
finish,drive_gt1_frac,0.190,
detailed_routing,first_pass_iters,45,
placement,io_buffers,26,
pwr,powerDensity,1410,nW/um^2
placement,dp_hpwl,5.99,mm
grt,grt_start_max_net_pins,48,
clock_tree,cts-hold-fix-buffers,0,
timing,fmax,0.443,GHz
flow_run,warnings,32,
finish,stdcell_area,4370,um^2
placement,place_area,4130,um^2
yosys,ys_warn_count,5,
placement,gp_congestion,0.862,
yosys,syn-cell-area,3670,um^2
detailed_routing,postRouteAntennaNets,0,
floorplanning,core-area,8810,um^2
pwr,finalPower,6.18,mW
clock_tree,clk_path_buf_depth,2,
pwr,p_leak,1.94,nW
critical_path,critical_path.cell_chain,"buf_4 -> nand3_2 -> xnor2_1 -> and2_1 -> clkdlybuf4s50_1",
timing,period_needed,2.26,ns
yosys,ys_seq_frac,0.512,
yosys,ys.flops,75,
critical_path,critPathMaxFanout,4,
critical_path,worst_setup_path_end_kind,"output pin",
yosys,syn_area_per_cell,11.3,um^2
clock_tree,cts_tree,"built",
critical_path,critical_path.max_stage_delay,0.48,ns
timing,worst_slack,0.0440,ns
timing,setup_viol,0,
timing,tightest_slew,0.787,ns
critical_path,cp.required,1.84,ns
detailed_routing,post_drt_wl_per_cell,17.4,um
timing,maxSlewHeadroom,0.472,
detailed_routing,post-route-drc-count,1,
timing,skew,0.00681,ns
critical_path,cp_slowest_cell,"clkdlybuf4s50_1",
grt,grt_antenna_before_repair,0,
clock_tree,cts-root-buf,"clkbuf_8",
detailed_routing,drt_iter0_drc,119,
grt,gr-usage-all-layers,0.195,
critical_path,cp-start-kind,"flop",
hold_path,hp-class,"in -> async",
finish,area_delta_synth_final,19.3,%
clock_tree,cts.sinks,75,
yosys,synth_top_cell_by_area,"dfrtp_1",
clock_tree,clk_latency,0.34,ns
detailed_routing,num_antenna_cells,0,
status,status,"finished, violations left",
timing,drv_slew,0,
grt,overflow,0,
floorplanning,fp.dieW,97.7,um
yosys,edf_count,0,
pwr,vdd_ir_drop_max,0.000515,V
clock_tree,h-tree-depth,3,
floorplanning,die_area,9550,um^2
yosys,netlist-cell-type-count,46,
placement,dp_slack,0.0935,ns
floorplanning,die_h,97.7,um
flow_run,max-cap-violations,0,
detailed_routing,vias,2681,
detailed_routing,wirelength,8.38,mm
critical_path,crit_type,"reg -> out",
clock_tree,path_clk_slew,0.08,ns
timing,finalCritPeriodShare,0.981,
grt,first_global_vias,2684,
timing,hold_violations,0,
critical_path,cp.buffers_inverters,2,
grt,grt_pass1_wl,14.1,mm
yosys,synth_cells,323,
critical_path,crit_arrival,1.80,ns
power breakdown:
part	total [mW]	internal (mW)	leakage [nW]	switching (mW)
logic	3.08	1.57	0.906	1.51
registers	2.27	1.86	0.959	0.408
clock network	0.828	0.377	0.0750	0.451
total	6.18	3.81	1.94	2.37
area by class of cell:
type                            instances  area (um^2)
Inverter                                9         33.8
Fill cell                             790         4430
Clock inverter                          3         17.5
Sequential cell                        75         1880
Tap cell                              108          135
Multi-Input combinational cell        223         1710
Clock buffer                           11          131
Timing Repair Buffer                   53          465
registers in the layout, indices dropped and copies added (netlist names):
| signal | flops |
|---|---|
| u_fifo.ffvcnt | 4 |
| ffrvld | 1 |
| u_fifo.ffrdata | 8 |
| u_fifo.buffer | 56 |
| u_fifo.wptr | 3 |
| u_fifo.rptr | 3 |
final timing paths:
check                           slack (ns)                    startpoint  cells after the start                       endpoint
worst min register to register        0.47  u_fifo.buffer[2]$_DFFE_PN0P_                      2   u_fifo.buffer[2]$_DFFE_PN0P_
worst min-delay path                  0.11                       reset_n                      1  u_fifo.buffer[19]$_DFFE_PN0P_
max in group asynchronous             1.54                       reset_n                      2  u_fifo.buffer[10]$_DFFE_PN0P_
worst max register to register        0.24    u_fifo.wptr[1]$_DFFE_PN0P_                      8  u_fifo.buffer[30]$_DFFE_PN0P_
worst max-delay path                  0.04  u_fifo.ffvcnt[0]$_DFFE_PN0P_                      5                      ffvcnt[3]
min in group clk0                     0.47  u_fifo.buffer[2]$_DFFE_PN0P_                      2   u_fifo.buffer[2]$_DFFE_PN0P_
per-stage QoR:
| stage | utilization | setup TNS (ns) | hold slack (ns) | cells |
|---|---|---|---|---|
| 2_1_floorplan | - | 0 | 0.164 | 323 |
| 3_3_place_gp | 0.469 | 0 | 0.455 | 463 |
| 3_5_place_dp | 0.469 | 0 | 0.463 | 463 |
| 4_1_cts | 0.489 | 0 | 0.122 | 480 |
| 5_1_grt | 0.497 | -0.0300 | 0.154 | 482 |
| 6_report | 0.497 | 0 | 0.114 | 482 |
synthesized netlist by cell type (3+ instances only):
master and n:
nand3_1 4, nor2b_1 17, xnor2_1 4, inv_1 7
nor2_1 6, o21ai_1 3, buf_2 5, a22o_1 24
ha_1 11, nor3_1 3, and2_1 4, mux2_2 10
o21ai_0 18, clkbuf_1 5, a22oi_1 7, dfrtp_1 75
o2bb2ai_1 17, nand2_1 35, o221ai_1 7, mux2i_1 16
a32o_1 8, a21oi_1 4
timing repair:
action | in CTS | in global routing
setup endpoints to repair | 1 | 4
pin swaps | 1 | 1
resized | 2 | 11
setup buffers | 3 | 2
cells in the final DEF, fill, tap and decap left out, types with 4 or more instances in the layout:
cell type and instances:
dfrtp_1 73, nand2_1 35, buf_4 27, a22o_1 24, clkdlybuf4s50_1 23, o21ai_0 18
nor2b_1 17, o2bb2ai_1 17, mux2i_1 16, mux2_2 10, ha_1 9, clkbuf_8 9
a32o_1 8, a22oi_1 7, o221ai_1 7, inv_1 6, nor2_1 6, xnor2_1 4
a21oi_1 4
metal layers:
layer	track usage	part of all wire	wire, um
met2	0.303	0.47	3970
met5	0	0	0
met4	0.0233	0.013	106
met1	0.304	0.46	3890
met3	0.0392	0.049	413
logic make-up (layout without fill, tap and decap cells):
group	count (synthesis)	in the layout	synth area share
buffers and inverters	25	76	0.0341
DFF	75	75	0.512
and+or+nand+nor	86	86	0.131
muxes	26	26	0.0744
adders and majority gates	11	11	0.0375
AOI/OAI and AO/OA	94	94	0.197
xor gates and xnor gates	6	6	0.0143
Power and IR drop assume default switching activity.
